### ./config.mk
export PLATFORM = sky130hd
export DESIGN_NAME = BIP
export DESIGN_NICKNAME = BIP
export VERILOG_FILES = /design/flow/design.v
export SDC_FILE = /design/flow/constraint.sdc
export NUM_CORES = 4
export LEC_CHECK = 1
export CORE_UTILIZATION = 30
export SYNTH_MEMORY_MAX_BITS = 65536
### ./run.sh
#!/bin/bash
# OpenROAD 26Q1-2900-gdf79404cd8, Yosys 0.63+post, stock flow scripts
make -C /OpenROAD-flow-scripts/flow DESIGN_CONFIG=/design/flow/config.mk WORK_HOME=/design/flow/orfs finish
### ./design.v
`timescale 1ns / 1ps
module BIP(
		input clk,
		input rst,
		output wire	 tx_out,
		output reg led_rst
    );
	wire [10:0] address_program_memory;
	wire [15:0] data_program_memory;
	wire Rd;
	wire Wr;
	wire [15:0] In_Data_memory;
	wire [15:0] Out_Data_memory;
	wire [1:0] SelA;
	wire SelB;
	wire WrAcc;
	wire Op;
	wire out_baudrate;
	wire tx_done;
	reg [7:0]tx_data_in = 0;
	reg tx_start = 0;
	ProgramMemory program_memory(.clk(clk),.rst(rst),.address(address_program_memory),.data(data_program_memory));
	Control control(.clk(clk),.rst(rst),.instruction(data_program_memory),.program_counter(address_program_memory),
						.SelA(SelA),.SelB(SelB),.WrAcc(WrAcc),.Op(Op),.WrRam(Wr),.RdRam(Rd));
	Datapath datapath(.clk(clk),.SelA(SelA),.SelB(SelB),.WrAcc(WrAcc),.Op(Op),.operand(data_program_memory[10:0]),
							.in_memory_data(Out_Data_memory),.out_memory_data(In_Data_memory));
	DataMemory data_memory(.clk(clk),.Rd(Rd),.Wr(Wr),.address(data_program_memory[10:0]),.In_Data(In_Data_memory),
								.Out_Data(Out_Data_memory));
	BaudRateGenerator baudrate(.clk(clk), .out(out_baudrate));
	TX tx(.clk(clk),  .baud_rate(out_baudrate), .d_in(tx_data_in), .tx_start(tx_start), .tx(tx_out),
			.tx_done(tx_done));
	reg [3:0] state = 0;
	reg [3:0] next_state = 0;
	always@(posedge clk)
	begin
		if(rst == 0) state = 0;
		else state = next_state;
	end
	always@*
	begin
		case(state)
		0: begin
				if(data_program_memory[15:10] != 0) next_state = 1;
				else next_state = 0;
			end
		1: begin
				if(data_program_memory[15:10] == 0) next_state = 2;
				else next_state = 1;
			end
		2: begin
				next_state = 3;
			end
		3: begin
				if(tx_start == 1) next_state = 4;
				else next_state = 3;
			end
		4: begin
				if(tx_start == 0) next_state = 5;
				else next_state = 4;
			end
		5: begin
				if(tx_done)	next_state = 6;
				else next_state = 5;
			end
		6: begin
				if(tx_start == 1) next_state = 7;
				else next_state = 6;
			end
		7: begin
				if(tx_start == 0) next_state = 8;
				else next_state = 7;
			end
		8: begin
				if(tx_done == 1) next_state = 0;
				else next_state = 8;
			end
		default: next_state = 0;
		endcase
	end
	always@*
	begin
		case(state)
		0: begin
				tx_start = 0;
				tx_data_in = 0;
			end
		1: begin
				tx_start = 0;
				tx_data_in = 0;
			end
		2: begin				
				if(tx_done == 1)
				begin
					tx_data_in[7:0] = In_Data_memory[15:8];
					tx_start = 0;
				end
				else begin
					tx_start = 0;
					tx_data_in = 0;
				end
			end
		3: begin
				tx_start = 1;
				tx_data_in[7:0] = In_Data_memory[15:8];
			end
		4: begin
				if(tx_done == 0)
				begin
					tx_start = 0;
					tx_data_in[7:0] = In_Data_memory[15:8];
				end
				else begin
					tx_start = 1;
					tx_data_in[7:0] = In_Data_memory[15:8];
				end
			end
		5: begin
				if(tx_done == 1)
				begin
					tx_data_in = In_Data_memory[7:0];
					tx_start = 0;
				end
				else begin
					tx_start = 0;
					tx_data_in[7:0] = In_Data_memory[15:8];
				end
			end
		6: begin
				tx_start = 1;
				tx_data_in = In_Data_memory[7:0];
			end
		7: begin
				if(tx_done == 0)
				begin
					tx_start = 0;
					tx_data_in = In_Data_memory[7:0];
				end
				else begin
					tx_start = 1;
					tx_data_in = In_Data_memory[7:0];					
				end
			end
		8: begin
				if(tx_done == 1)
				begin
					tx_start = 0;
					tx_data_in = 0;
				end
				else
				begin
					tx_start = 0;
					tx_data_in = In_Data_memory[7:0];
				end
			end
		default: begin
			tx_start = 0;
			tx_data_in = 0;
			end
		endcase
	end
	always@*
	begin
		led_rst = rst;
	end
endmodule
`timescale 1ns / 1ps
module BaudRateGenerator(input clk, output reg out);
	integer cuenta = 0;
	always@(posedge clk)
	begin
		out=0;
		cuenta = cuenta + 1;
		if(cuenta == 163)
		begin
			out = 1;
			cuenta = 0;
		end
	end
endmodule
`timescale 1ns / 1ps
module Control(
		input clk,
		input rst,
		input [15:0] instruction,
		output reg [10:0] program_counter,
		output wire [1:0] SelA,
		output wire SelB,
		output wire WrAcc,
		output wire Op,
		output wire WrRam,
		output wire RdRam
    );
	 wire WrPC;
	 reg [10:0] PC_In;
	always@(negedge clk)
	begin
		if(rst==0) program_counter = 0;
		else
			if(WrPC==1) program_counter = PC_In;
	end
	InstructionDecoder decoder(.opcode(instruction[15:11]), .WrPC(WrPC), .SelA(SelA), .SelB(SelB), .WrAcc(WrAcc),
										.Op(Op), .WrRam(WrRam), .RdRam(RdRam));
	always@*
	begin
		PC_In = program_counter + 1;
	end
endmodule
`timescale 1ns / 1ps
module DataMemory(input clk, input Rd, input Wr, input [10:0] address, input [15:0]In_Data, output reg [15:0] Out_Data);
	reg [15:0] memory [0:2047];
	always@(negedge clk)
	begin
		if(Rd) Out_Data = memory[address];
		else
			if(Wr) memory[address] = In_Data;
	end
endmodule
`timescale 1ns / 1ps
module Datapath(
		input clk,
		input [1:0] SelA,
		input SelB,
		input WrAcc,
		input Op,
		input [10:0] operand,
		input [15:0] in_memory_data,
		output reg [15:0] out_memory_data
    );
	 reg [15:0] ACC;
	 reg [15:0] extended_operand;
	 reg [15:0] out_SelA;
	 reg [15:0] out_SelB;
	 reg [15:0] Op_result;
	 integer i;
	 always@*
	 begin
		extended_operand[10:0] <= operand;
		for(i = 0; i<5; i=i+1)
			extended_operand[i+11] <= operand[10];
	 end
	 always@*
	 begin
		case(SelA)
			0: out_SelA <= in_memory_data;
			1: out_SelA <= extended_operand;
			2: out_SelA <= Op_result;
			default: out_SelA <= 0;
		endcase
	 end
	 always@*
	 begin
		case(SelB)
			0: out_SelB <= in_memory_data;
			1: out_SelB <= extended_operand;
			default: out_SelB <= 0;
		endcase
	 end
	 always@*
	 begin
		case(Op)
			0: Op_result <= ACC + out_SelB;
			1: Op_result <= ACC - out_SelB;
			default: Op_result <= ACC + out_SelB;
		endcase
	 end
	 always@(posedge clk)
	 begin
		if(WrAcc) ACC <= out_SelA;
	 end
	 always@*
	 begin
		out_memory_data <= ACC;
	 end
endmodule
`timescale 1ns / 1ps
module InstructionDecoder(
		input [4:0] opcode,
		output reg WrPC,
		output reg [1:0] SelA,
		output reg SelB,
		output reg WrAcc,
		output reg Op,
		output reg WrRam,
		output reg RdRam
		);
		always@*
		begin
			case(opcode)
				0:  
				begin
					WrPC <= 0;
					SelA <= 0;
					SelB <= 0;
					WrAcc <= 0;
					Op <= 0;
					WrRam <= 0;
					RdRam <= 0;
				end
				1:  
				begin
					WrPC <= 1;
					SelA <= 0;
					SelB <= 0;
					WrAcc <= 0;
					Op <= 0;
					WrRam <= 1;
					RdRam <= 0;
				end
				2:  
				begin
					WrPC <= 1;
					SelA <= 0;
					SelB <= 0;
					WrAcc <= 1;
					Op <= 0;
					WrRam <= 0;
					RdRam <= 1;
				end
				3:  
				begin
					WrPC <= 1;
					SelA <= 1;
					SelB <= 0;
					WrAcc <= 1;
					Op <= 0;
					WrRam <= 0;
					RdRam <= 0;
				end
				4:  
				begin
					WrPC <= 1;
					SelA <= 2;
					SelB <= 0;
					WrAcc <= 1;
					Op <= 0;
					WrRam <= 0;
					RdRam <= 1;
				end
				5:  
				begin
					WrPC <= 1;
					SelA <= 2;
					SelB <= 1;
					WrAcc <= 1;
					Op <= 0;
					WrRam <= 0;
					RdRam <= 0;
				end
				6:  
				begin
					WrPC <= 1;
					SelA <= 2;
					SelB <= 0;
					WrAcc <= 1;
					Op <= 1;
					WrRam <= 0;
					RdRam <= 1;
				end
				7:  
				begin
					WrPC <= 1;
					SelA <= 2;
					SelB <= 1;
					WrAcc <= 1;
					Op <= 1;
					WrRam <= 0;
					RdRam <= 0;
				end
				default:
				begin
					WrPC <= 0;
					SelA <= 0;
					SelB <= 0;
					WrAcc <= 0;
					Op <= 0;
					WrRam <= 0;
					RdRam <= 0;
				end
			endcase
		end
endmodule
`timescale 1ns / 1ps
module ProgramMemory(input clk, input rst,input [10:0] address, output reg [15:0] data);
	reg [15:0] memory [0:1023];  
	always@(posedge clk)
	begin
		if(rst == 0)
		begin
			memory[0] = 'b0001100000000100;  
			memory[1] = 'b0000100000000001;  
			memory[2] = 'b0001100000000010;  
			memory[3] = 'b0001000000000001;  
			memory[4] = 'b0010000000000001;  
			memory[5] = 0;  
			data = 'b1111111111111111;
		end
		else
			data = memory[address];
	end
endmodule
`timescale 1ns / 1ps
module TX
	#( parameter stateA = 5'b00001,
		parameter stateB = 5'b00010,
		parameter stateC = 5'b00100,
		parameter stateD = 5'b01000,
		parameter stateE = 5'b10000)
	(input clk,
    input baud_rate,
    input [7:0]d_in,
    input tx_start,
    output reg tx,
    output reg tx_done);
	reg [4:0] state = stateA;
	reg [4:0] next_state = stateA;
	reg tick_enable = 0;
	integer count = 0;
	reg rst_count = 1;
	integer bit_count = 0;
   reg [7:0] d_aux;
	always@(posedge clk)
	begin
			state=next_state;
	end
    always@(posedge clk)
    begin
        case(state)
            stateA:
                if(tx_start == 1) next_state = stateB;
                else next_state = stateA;
            stateB:
                if(bit_count == 1) next_state = stateC;
                else next_state = stateB;
            stateC:
                if(bit_count == 9) next_state = stateD;
                else next_state = stateC;
            stateD:
                if(bit_count == 10) next_state = stateE;
                else next_state =  stateD;
            stateE:
                if(tx_done == 1) next_state = stateA;
                else next_state = stateE;
				default: next_state = 0;
        endcase
    end
    always@(posedge clk)
    begin
        case(state)
            stateA:
            begin
                tx = 1;
                tx_done = 1;
                rst_count = 0;
					 tick_enable = 0;
            end
            stateB:
            begin
					tx_done = 0;
					rst_count = 1;
					tick_enable = 1;
					if(count == 16)
					begin
					  tx = 0;
					  d_aux = d_in;
					  bit_count = bit_count + 1;
					  rst_count = 0;
					end
            end
            stateC:
            begin
					rst_count = 1;
					if(count == 16)
					begin
					  tx = d_aux[0];
					  d_aux = d_aux >> 1;
					  bit_count = bit_count + 1;
					  rst_count = 0;
					end
            end
            stateD:
				begin
					rst_count = 1;
					if(count == 16)
					begin
						tx = 1;
						bit_count = bit_count + 1;
						rst_count = 0;
					end
            end
            stateE:
            begin
					if(count == 16)
					begin
						bit_count = 0;
						tx_done = 1;
					end
            end
				default: tx_done = 1;
        endcase
    end
always@(posedge baud_rate or negedge rst_count)
    begin
		if(rst_count == 0) count = 0;
		else
		begin
			if(tick_enable == 1)count = count + 1;
		end
    end
endmodule
### ./constraint.sdc
current_design BIP

set clk_period 9.6
set clk_io_pct 0.2

create_clock -name clk0 -period $clk_period [get_ports {clk}]

set non_clock_inputs [all_inputs -no_clocks]
set_input_delay [expr $clk_period * $clk_io_pct] -clock clk0 $non_clock_inputs
set_output_delay [expr $clk_period * $clk_io_pct] -clock clk0 [all_outputs]
==> impl_metrics.csv <==
group,metric,value,unit
clocking,cts_root_buf,"clkbuf_16",
worst_setup_path,crit_path_top_delay_cell,"or3_1",
pwr,power_density,204,nW/µm²
synth,logic_family,"simple AND/OR/NAND/NOR gates",
placed_design,place_congestion,0.897,
finish,drive_above_1_share,11.5,%
drt,detail_route.wl_per_cell,13.5,µm
synth,syn-cell-area,19100,µm²
sta,setup_slack,1040,ps
sta,finalSetupViolCount,0,
drt,routed_wl,35700,µm
grt,antenna_found_initial,0,
synth,top_area_cell,"edfxtp_1",
worst_setup_path,crit_arrival,8980,ps
worst_setup_path,worstPathRequired,10020,ps
finish,ff_latch_area,12200,µm²
synth,simple_gate_area_share,11.8,%
drt,diodes,0,
synth,synth_cell_types,72,
die,core_area,63000,µm²
clocking,h-tree-depth,2,
pwr,irDropWorstVdd,0.000107,V
synth,ys_async_sr_fraction,7.34,%
sta,skew,87.8,ps
synth,ys_seq_share,64.1,%
finish,comb_area,7000,µm²
drt,antenna_left,0,
worst_setup_path,path_cells,"nor4_1 > nor2_1 > or3_1 > o311ai_0 > o21ai_0 > ha_1 > nand3_1 > a211oi_1 > nor3_1 > o31ai_1 > mux2_2 > nand3_1",
clocking,clk_pin_slew_worst_paths,60,ps
clocking,clk_path_buf_depth,3,
clocking,ctsResizeCount,0,
clocking,postCtsHoldBufs,0,
job,warnings,314,
worst_setup_path,crit_family,"simple AND/OR/NAND/NOR gates",
drt,drt_iter0_drc,659,
drt,drt-pass1-iter-count,5,
synth,ys_sh_xor,5.51,%
die,fp_util,30.3,%
worst_setup_path,critPathKind,"flip-flop to flip-flop",
synth,adder_share,1.81,%
sta,hold_viol,0,
synth,syn_inst,1343,
placed_design,dpl.hpwl,22300,µm
finish,fill_cells,5841,
grt,grtUsageTotal,12.1,%
placed_design,dp_slack,1150,ps
synth,synth_area_per_cell,14.2,µm²
synth,yosys-top-cells-area,"edfxtp_1, mux4_2, dfxtp_1",
sta,drv_slew,0,
sta,rsz0062_at_grt,"false",
clocking,post_cts_buffers,0,
job,drv_cap,0,
die,dieArea,64500,µm²
drt,num_vias,11800,
synth,ff_type,"edfxtp_1",
worst_setup_path,path_buffers,0,
drt,viasPerCell,4.46,
worst_setup_path,worstPathMaxFanout,10,
sta,unclocked_regs,32,
synth,top_area_share,52.3,%
grt,grt_pass1_wl,59300,µm
die,rows,92,
run_status,status,"complete, no violations",
worst_setup_path,critPathLaunchType,"flip-flop",
sta,worst_pin_slew,769,ps
worst_setup_path,cpMostUsedCell,"nand3_1",
drt,drc,0,
placed_design,io_buffers,3,
synth,aoi_share,5.09,%
worst_setup_path,cp-end-kind,"flip-flop",
finish,area_growth,22.1,%
die,die_h,254,µm
pwr,power_leakage,9.28,nW
sta,setup_tns,0,ps
synth,ys_area,19100,µm²
grt,grt_max_degree,52,
worst_setup_path,critPathMaxStageDelay,470,ps
synth,ys.flops,436,
grt,grt_pass1_vias,12300,
synth,ys_warn_count,16300,
hold_path,min_path_type,"flip-flop to flip-flop",
clocking,cts_buffers,42,
synth,mux_share,9.84,%
sta,slew-limit-headroom,48.3,%
clocking,clock_latency,610,ps
die,die_width,254,µm
clocking,cts_tree,"built",
sta,untimed_endpoints,32,
synth,edf_count,332,
die,io_pins,4,
grt,grt_overflow,0,
synth,ys_cells,1343,
-- worst paths after layout --
| path | start | end | slack (ps) | cells after the start |
|---|---|---|---|---|
| setup / recovery | data_memory.Out_Data[3]$_DFFE_NP_ | datapath.ACC[13]$_DFFE_PP_ | 1040 | 12 |
| hold / removal | tx.next_state[0]$_DFF_P_ | tx.state[0]$_DFF_P_ | 310 | 0 |
| setup reg to reg | data_memory.Out_Data[3]$_DFFE_NP_ | datapath.ACC[13]$_DFFE_PP_ | 1040 | 12 |
| hold reg to reg | tx.next_state[0]$_DFF_P_ | tx.state[0]$_DFF_P_ | 310 | 0 |
-- cell usage in the layout, fill, tap and decap left out, types with 4 or more instances in the layout --
cell type and n:
o31ai_1 6, xor2_1 57, o21a_1 9, clkbuf_16 43, nor4_1 20, nand2b_1 9
conb_1 128, o21ai_0 32, or4_1 4, or3_1 13, clkbuf_8 6, mux2i_1 4
a22o_1 9, nand4_1 25, bufinv_16 9, xnor2_1 63, nor2b_1 10, ha_1 26
nor3_1 28, o211ai_1 4, and3_1 16, o22ai_1 6, and2_1 9, mux4_2 80
or2_2 8, buf_4 21, clkinv_4 4, nand3_1 38, edfxtp_1 332, dfrtp_1 32
dfxtp_1 69, nor2_1 117, inv_1 321, and4_1 11, nand2_1 100, a22oi_1 11
nand3b_1 8, a21oi_1 32, a211oi_1 6
-- flip-flops by register name, indices dropped and copies added, names as in the netlist, named ones only --
signal                   cells
state                        4
data_memory.Out_Data        16
tx.d_aux                     8
data_memory.memory         256
control.program_counter     10
tx.tick_enable               1
datapath.ACC                16
tx.tx                        1
program_memory.data          7
baudrate.out                 1
tx.bit_count                32
tx.next_state                5
tx.tx_done                   1
baudrate.cuenta             32
tx.state                     5
tx.rst_count                 1
tx.count                    32
-- cell families (layout without fill, tap and decap cells) --
group | after synthesis | count (layout)
AND/OR/NAND/NOR | 441 | 441
flip-flops | 436 | 436
AND-OR/OR-AND | 146 | 146
XOR/XNOR | 120 | 120
multiplexers | 87 | 87
buffers and inverters | 85 | 420
adder cells (fa/ha/maj) | 27 | 27
other | 1 | 128
-- layout make-up --
type,instances,share of cell area [%]
clock buffer,51,5.01
multi-input combinational,949,30.1
clock inverter,308,6.32
tap,846,4.55
sequential,436,52.5
timing repair buffer,25,0.893
inverter,36,0.581
-- stage by stage --
step                instance area, µm²  total power, W  hold slack (ps)  std cells  utilization (%)
floorplan                        19500         0.00258              310       1470                -
global placement                 20600         0.00270              310       2293             32.8
detailed placement               20600         0.00271              312       2293             32.8
CTS                              23300         0.00483              304       2651             36.9
global route                     23300         0.00504              314       2651             36.9
finish                           23300         0.00474              310       2651             36.9
-- cells in the mapped netlist (4+ instances only) --
master	number
or3_1	13
and4_1	11
nand2b_1	9
xor2_1	57
nor2b_1	11
a22o_1	9
ha_1	26
nor3_1	30
dfrtp_1	32
a22oi_1	11
or4_1	4
o31ai_1	6
and2_1	9
clkbuf_1	35
mux4_2	80
a21oi_1	33
nand3b_1	8
dfxtp_1	72
o211ai_1	4
nor4_1	20
nor2_1	120
o21ai_0	32
inv_1	37
a211oi_1	6
buf_1	9
or2_2	8
o22ai_1	6
xnor2_1	63
edfxtp_1	332
and3_1	16
mux2i_1	4
nand4_1	25
nand2_1	100
nand3_1	38
o21a_1	9
-- layer usage --
metal / up-vias / part of all wire (%) / global-route usage, % / routed length (µm)
li1: 5841 / - / - / -
met1: 5560 / 44 / 16.3 / 15600
met2: 353 / 46 / 17.4 / 16300
met3: 66 / 8.5 / 6.20 / 3030
met4: 0 / 2.3 / 3.75 / 831
met5: - / 0 / 0 / 0
-- power breakdown --
part	switching, W	internal [W]	total (W)
Sequential	0.0000935	0.00203	0.00212
Clock	0.000964	0.00127	0.00224
Combinational	0.000190	0.000191	0.000381
Power is estimated from default activity; no workload was simulated.
